==> design/flow/design.v <==
module blockwrite #(
    parameter DATA_WIDTH=32,BLOCK_SIZE=3
)(
    input logic [DATA_WIDTH-1:0] d_in,
    input logic [S-1:0][DATA_WIDTH-1:0] block,
    input logic [BLOCK_SIZE-1:0] way,
    output logic [S-1:0][DATA_WIDTH-1:0] block_out
);
    parameter S= 2**BLOCK_SIZE;
always_comb begin
    block_out = block;
    block_out[way] = d_in;
end
endmodule
==> design/flow/run.sh <==
#!/bin/bash
# OpenROAD 26Q1-2900-gdf79404cd8, Yosys 0.63+post, stock flow scripts
make -C /OpenROAD-flow-scripts/flow DESIGN_CONFIG=/design/flow/config.mk WORK_HOME=/design/flow/orfs finish
==> design/flow/config.mk <==
export PLATFORM = sky130hd
export DESIGN_NAME = blockwrite
export DESIGN_NICKNAME = blockwrite
export VERILOG_FILES = /design/flow/design.v
export SDC_FILE = /design/flow/constraint.sdc
export NUM_CORES = 4
export LEC_CHECK = 1
export CORE_AREA = 10 10 216 216
export DIE_AREA = 0 0 226 226
==> design/flow/constraint.sdc <==
current_design blockwrite

set clk_period 7.2
set clk_io_pct 0.2

create_clock -name clk0 -period $clk_period

set non_clock_inputs [all_inputs -no_clocks]
set_input_delay [expr $clk_period * $clk_io_pct] -clock clk0 $non_clock_inputs
set_output_delay [expr $clk_period * $clk_io_pct] -clock clk0 [all_outputs]
==> impl_metrics.py <==
# Auto-generated metrics
metrics = {
    "run_status": {
        "status": "completed",
    },
    "cells_and_area": {
        "design_area_um2": 9410,
        "syn_to_final_growth_pct": 179,
        "multiInputGateArea_um2": 3080,
        "design.seq.count": 0,
        "n_fill_cell": 4586,
        "drive_above_1_share": 0.0639,
        "fin_util": 0.224,
        "nClkBuffers": 0,
        "ff_latch_area_um2": 0,
    },
    "drt": {
        "ant_nets": 0,
        "drtIter0Drc": 408,
        "wl_um": 40800,
        "drt-pass1-iter-count": 7,
        "vias": 6303,
        "drc": 0,
        "detail_route.wl_per_cell_um": 27.3,
        "via_per_inst": 4.22,
    },
    "worst_setup_path": {
        "endpoint_kind": "output port",
        "cpPeakStageDelay_ns": 0.62,
        "crit_fanout": 23,
        "path_class": "in2out",
        "crit_chain": "clkdlybuf4s50_1 -> inv_1 -> ha_1 -> ha_1 -> inv_1 -> ha_2 -> nor2b_1 -> nand2_2 -> buf_4 -> a22o_1 -> clkdlybuf4s50_1",
        "cp_slowest_cell": "clkdlybuf4s50_1",
        "startpoint_type": "input port",
        "worstPathArrival_ns": 4.92,
        "required_ns": 5.76,
        "endpoint": "block_out[246]",
        "crit_start": "way[0]",
    },
    "yosys": {
        "synth_area_um2": 3380,
        "top_cell": "a22o_1",
        "synth.top_cell.area_share": 0.322,
        "ys_cells": 446,
        "yosysUniqueCellTypes": 25,
        "yosys_warnings": 1,
        "synthCells": 446,
        "syn_avg_cell_area_um2": 7.57,
        "netlist.top_cell.by_area": "a22o_1",
        "common_cells": "a22o_1 (124), o2bb2ai_1 (67), clkbuf_1 (41), nand2_1 (36), nor2b_1 (34)",
        "synthTopCellsByArea": "a22o_1 (32%), o2bb2ai_1 (17%), mux2_4 (13%)",
        "synth-area-yosys_um2": 3380,
        "ys_seq_share": 0,
    },
    "global_route": {
        "grt_max_degree": 35,
        "grt_pass1_wl_um": 54000,
        "grt_overflow": 0,
        "antenna_found_initial": 1,
        "grt_pass1_vias": 6787,
        "grt.total_usage": 0.149,
    },
    "floorplanning": {
        "dieWidth_um": 226,
        "fp-row-count": 75,
        "core_area_um2": 41900,
        "die_y_um": 226,
        "io-pin-count": 547,
        "initial_core_util": 0.0805,
        "dieArea_um2": 51100,
    },
    "power_and_ir_drop": {
        "seqPwrFrac": 0,
        "pwr-share-comb": 1.000,
        "p_clk_frac": 0,
        "power_switching_mw": 0.252,
        "power_density_nw_per_um2": 73.4,
        "total_power_mw": 0.691,
        "p_int_mw": 0.439,
        "power_leakage_nw": 3.61,
        "swShare": 0.364,
        "vdd_drop_max_v": 0.0000287,
    },
    "sta": {
        "min_period_over_period": 0.883,
        "finalSetupViolations": 0,
        "hold_violations": 0,
        "timing.fmax_mhz": 157,
        "tns_ns": 0,
        "grt_setup_unrepaired": "no",
        "worstMarginPinSlew_ns": 0.868,
        "finalMaxSlewViolations": 0,
        "whs_ns": 3.80,
        "post-route-min-period_ns": 6.36,
        "maxSlewHeadroom": 0.420,
    },
    "job": {
        "warning_count": 33,
        "drv_cap": 0,
    },
    "placement": {
        "port_buffers": 547,
        "dpl_cell_area_um2": 9400,
        "hpwl_um": 34800,
        "gp_congestion": 0.911,
    },
    "clock_network": {
        "cts.hold.buffers_added": 0,
        "post_cts_buffers": 0,
        "post_cts_resized": 0,
    },
    "hold_path": {
        "min_path_type": "in2out",
    },
}
## per-layer routing
| metal | share of wire | up-vias | wire [µm] | global-route usage |
|---|---|---|---|---|
| li1 | - | 2781 | - | - |
| met1 | 0.38 | 3035 | 15700 | 0.171 |
| met2 | 0.51 | 457 | 20700 | 0.272 |
| met3 | 0.097 | 30 | 3960 | 0.0448 |
| met4 | 0.011 | 0 | 465 | 0.0174 |
| met5 | 0 | - | 0 | 0 |
## layout make-up
cell class / instances / share of cell area
diodes: 1 / 0.000266
inverters: 4 / 0.00160
multi-input cells: 383 / 0.328
well taps: 539 / 0.0717
repair buffers: 568 / 0.599
## cell families after synthesis
group                      share of synthesized area
AOI/OAI and AO/OA                              0.547
adders and majority gates                     0.0148
buffers and inverters                         0.0938
muxes                                          0.140
and+or+nand+nor                                0.204
## critical path: cells and delay by family
family	cells	cell delay (ns)
adder cells (fa/ha/maj)	3	0.69
AND-OR/OR-AND	1	0.24
AND/OR/NAND/NOR	2	0.84
buffers and inverters	5	1.69
## placed cells by master (no fill, tap or decap), drive strengths merged
master,n
diode,1
nand4bb,1
nor2b,34
o2bb2ai,67
nand3,6
nor2,3
and2,4
a22o,124
a32o,2
nand4,3
nor3b,1
clkdlybuf4s50,547
nand2,36
buf,21
and3,1
and2b,1
or2,1
ha,4
mux2,32
inv,4
nand2b,32
o21ai,31
## per-stage QoR
stage | std cells | worst slack [ns]
after global placement | 1494 | 0.887
after global routing | 1494 | 0.675
after CTS | 1494 | 0.832
final | 1495 | 0.844
after floorplan | 446 | 2.68
after detailed placement | 1494 | 0.838
## worst min path at each step
stage / startpoint / to / slack [ns] / cells past startpoint
final: block[213] / block_out[213] / 3.80 / 3
after global routing: block[144] / block_out[144] / 3.82 / 3
after CTS: block[213] / block_out[213] / 3.81 / 3
## power by group through the flow
stage | Sequential [mW] | Combinational, mW | Clock (mW)
final | 0 | 0.691 | 0.00000000705
after global routing | 0 | 0.738 | 0
after CTS | 0 | 0.704 | 0
Power and IR drop assume default switching activity.
