--- /design/flow/design.v ---
module regfile #(
    parameter DATA_WIDTH = 32,ADR_WIDTH = 5
) (
    input logic clk,
    input logic we3,
    input logic [ADR_WIDTH-1:0]a1,a2,a3,
    input logic [DATA_WIDTH-1:0]wd3,
    output logic [DATA_WIDTH-1:0]rd1,rd2,
    output logic [DATA_WIDTH-1:0]a0
);
    logic [DATA_WIDTH-1:0] ram_array [2**ADR_WIDTH-1:0];
    initial ram_array[0] = 0;
    always_comb begin
        rd1 = ram_array[a1];
        rd2 = ram_array[a2];
        a0 = ram_array[10];
    end
    always_ff @(posedge clk) begin
        if (we3 && (a3 != 'b0)) ram_array[a3] <= wd3;
    end
endmodule
--- /design/flow/run.sh ---
#!/bin/bash
# OpenROAD 26Q1-2900-gdf79404cd8, Yosys 0.63+post, stock flow scripts
make -C /OpenROAD-flow-scripts/flow DESIGN_CONFIG=/design/flow/config.mk WORK_HOME=/design/flow/orfs finish
--- /design/flow/config.mk ---
export PLATFORM = sky130hd
export DESIGN_NAME = regfile
export DESIGN_NICKNAME = regfile
export VERILOG_FILES = /design/flow/design.v
export SDC_FILE = /design/flow/constraint.sdc
export NUM_CORES = 4
export LEC_CHECK = 1
export CORE_UTILIZATION = 50
--- /design/flow/constraint.sdc ---
current_design regfile

set clk_period 9.3
set clk_io_pct 0.2

create_clock -name clk0 -period $clk_period [get_ports {clk}]

set non_clock_inputs [all_inputs -no_clocks]
set_input_delay [expr $clk_period * $clk_io_pct] -clock clk0 $non_clock_inputs
set_output_delay [expr $clk_period * $clk_io_pct] -clock clk0 [all_outputs]
==> flow_summary_export.csv <==
group,metric,value,unit
synthesis,edf_count,1024,
synthesis,top_area_cell,"edfxtp_1",
die,core-area,96700,um^2
clock_network,clk_path_buf_depth,3,
critical_path,crit_family,"buffers and inverters",
layout,drive_gt1_frac,0.0882,
status,status,"completed",
layout,largest_register,"ram_array",
grt,grt_antenna_before_repair,3,
route,postRouteAntennaNets,0,
clock_network,htree_levels,3,
synthesis,ys_sh_mux,0.210,
route,wl,154000,um
synthesis,synthFlopType,"edfxtp_1",
die,fp_util,0.505,
clock_network,hold_buffers,0,
power_and_ir_drop,p_leak,20.4,nW
clock_network,cts_made_buffers,110,
grt,track_usage,0.342,
die,die_width,314,um
final_timing,worstMarginPinSlew,970,ps
synthesis,yosys.area_share.simple,0.0471,
power_and_ir_drop,powerDensity,190,nW/um^2
critical_path,critPathSlowestCell,"clkdlybuf4s50_1",
clock_network,clkSinkCount,1024,
final_timing,rsz0062_at_grt,"false",
critical_path,critPathRequiredTime,7440,ps
die,die_height,314,um
synthesis,synthCells,3386,
run,tool_warnings,26,
die,placementRows,114,
critical_path,end_kind,"primary output",
grt,grt_overflow,0,
critical_path,cp.arrival,5180,ps
grt,grt_pass1_vias,32800,
place,port_buffers,144,
final_timing,finalSetupTns,0,ps
clock_network,cts_tree,"built",
grt,grt_start_max_net_pins,97,
critical_path,start_kind,"input port",
synthesis,adder_share,0,
synthesis,yosys_warnings,1,
synthesis,netlist.area_leader.share,0.630,
route,post_drt_wl_per_cell,31.3,um
critical_path,crit_type,"input port to primary output",
final_timing,fin_crit_sh,0.757,
synthesis,ys_seq_frac,0.630,
die,dieArea,98800,um^2
route,drt_iter0_markers,2173,
layout,synthToLayoutAreaGrowth,13.4,%
place,place_congestion,0.874,
layout,reg_top3,"ram_array x1024",
min_path,worstHoldPathType,"input port to flip-flop",
route,dr.pass1.iters,5,
layout,utilization,0.572,
critical_path,cp_num_buf_inv,4,
clock_network,clk_pin_slew,60,ps
synthesis,ys_sh_aoi,0.0804,
synthesis,syn_area,48800,um^2
synthesis,ys_chip_area,48800,um^2
final_timing,slew_violations,0,
synthesis,area_leaders,"edfxtp_1 63%, mux2i_1 21%, a22oi_1 3.0%",
place,dp_hpwl,85500,um
route,num_vias,31300,
clock_network,cts_resized,0,
clock_network,cts_root_buffer,"clkbuf_16",
power_and_ir_drop,peakVddDrop,0.000164,V
critical_path,worstPathMaxFanout,30,
final_timing,timing.fmax,142,MHz
synthesis,avgSynthCellArea,14.4,um^2
final_timing,hold_viol_final,0,
synthesis,ys_sh_xor,0,
final_timing,min_period,7040,ps
synthesis,synth_cell_types,24,
synthesis,ys_seq_elements,1024,
critical_path,slowest_delay,550,ps
grt,grt_pass1_wl,220000,um
die,ios,145,
critical_path,path_cells,"clkdlybuf4s50_1 > nor2_4 > buf_4 > buf_4 > a22o_1 > nor3_1 > a31oi_1 > nand3_1 > clkdlybuf4s50_1",
synthesis,synth-async-reset-ratio,0,
final_timing,setup_violations,0,
route,post_drt_via_cell_ratio,6.37,
synthesis,top_logic_kind,"multiplexers",
run,cap_violations,0,
final_timing,relSlewSlack,0.351,
synthesis,yosys_cells,3386,
clock_network,postCtsSetupRepairBufs,0,
route,drc_errors,0,
layout,largest_register_ffs,1024,
[cells in the mapped netlist (all sizes together) (3+ instances only)]
master	instances
nand2b	4
buf	168
a21oi	192
or3b	3
clkbuf	85
nor2	34
a22oi	192
a22o	128
a31oi	64
mux2i	1024
nand3b	5
nor2b	4
edfxtp	1024
nand3	194
nand2	195
nor3	64
[kinds of logic (layout without fill, tap and decap cells)]
family,Yosys count,after routing
AND-OR/OR-AND,576,576
other,1,33
flip-flops,1024,1024
AND/OR/NAND/NOR,508,508
multiplexers,1024,1024
buffers and inverters,253,464
[metal layers]
metal	global-route usage	share of wire	vias up
met5	0.0164	0.0011	-
met4	0.0896	0.033	10
met3	0.246	0.17	303
met2	0.472	0.44	1953
met1	0.454	0.36	15300
li1	-	-	13700
[power by group]
part / total (W) / internal [W] / switching (W)
sequential: 0.00518 / 0.00515 / 0.0000281
clock: 0.00434 / 0.00255 / 0.00179
combinational: 0.000968 / 0.000363 / 0.000605
total: 0.0105 / 0.00806 / 0.00242
[final timing paths]
path / start / to / slack (ps) / depth (start not counted)
worst max-delay path: a2[2] / rd2[15] / 2260 / 9
worst min-delay path: wd3[4] / ram_array[27][4]$_DFFE_PP_ / 1970 / 2
[area by class of cell]
class	instances	area, um^2
fillers	7239	41400
flip-flops and latches	1024	30700
multi-input cells	2140	16900
clock buffers	129	2820
repair buffers	260	2510
well taps	1276	1600
clock inverters	75	758
diodes	1	2.50
[layout by cell type, fill, tap and decap left out, drive strengths merged]
cell           instances
nor2                  34
inv                    2
clkinvlp               4
or3                    1
a21oi                192
nand3                194
mux2i               1024
nand2b                 4
nand3b                 5
a22o                 128
or3b                   3
clkbuf               129
buf                  118
a31oi                 64
bufinv                14
diode                  1
clkdlybuf4s50        142
nor3                  64
clkinv                55
a22oi                192
nor2b                  4
conb                  32
edfxtp              1024
or2                    2
and2                   2
nand2                195
[metrics by stage]
stage               cell area [um^2]  worst slack [ps]  power [W]  hold WS (ps)  instances
floorplan                      48900              4520    0.00581          1960       3417
global placement               51700              2410    0.00621          2660       4700
detailed placement             51700              2380    0.00622          2670       4700
CTS                            55300              2340     0.0105          1960       4904
global route                   55300              2150     0.0108          2000       4904
finish                         55300              2260     0.0105          1970       4905
Power is estimated from default activity; no workload was simulated.
