==> /design/flow/design.v <==
module datacontroller #(
    parameter   DATA_WIDTH = 32
) (
    input logic [DATA_WIDTH-1:0] mem_data_in, 
    input logic [3:0][DATA_WIDTH/4-1:0] mem_data_out, 
    input logic [2:0] DATAMEMControl,
    input logic [1:0] First_2,
    output logic [3:0][DATA_WIDTH/4-1:0] write_data,
    output logic [DATA_WIDTH-1:0] read_data
);
    always_comb begin
        write_data = 0;
        read_data = 0;
        case(DATAMEMControl)
            {3'b000}:begin
                read_data = {{24{mem_data_out[First_2][7]}},mem_data_out[First_2]};  
                write_data = mem_data_out; 
                write_data[First_2] =mem_data_in[7:0];  
            end
            {3'b001}: begin
                read_data = {{16{mem_data_out[{First_2[1],1'b0}+:2][15]}},mem_data_out[{First_2[1],1'b0}+:2]};  
                write_data = mem_data_out;
                write_data[{First_2[1],1'b0}+:2]=mem_data_in[15:0];  
            end
            {3'b010}: begin
                read_data = mem_data_out;  
                write_data =mem_data_in;  
            end
            {3'b100}: read_data = {{24{1'b0}},mem_data_out[First_2]};  
            {3'b101}: read_data = {{16{1'b0}},mem_data_out[{First_2[1],1'b0}+:2]};  
            default: begin
                write_data = 0;
                read_data = 0;
            end
        endcase
    end
endmodule
==> /design/flow/run.sh <==
#!/bin/bash
# OpenROAD 26Q1-2900-gdf79404cd8, Yosys 0.63+post, stock flow scripts
make -C /OpenROAD-flow-scripts/flow DESIGN_CONFIG=/design/flow/config.mk WORK_HOME=/design/flow/orfs finish
==> /design/flow/config.mk <==
export PLATFORM = sky130hd
export DESIGN_NAME = datacontroller
export DESIGN_NICKNAME = datacontroller
export VERILOG_FILES = /design/flow/design.v
export SDC_FILE = /design/flow/constraint.sdc
export NUM_CORES = 4
export LEC_CHECK = 1
export CORE_AREA = 10 10 110 110
export DIE_AREA = 0 0 120 120
==> /design/flow/constraint.sdc <==
current_design datacontroller

set clk_period 6.9
set clk_io_pct 0.2

create_clock -name clk0 -period $clk_period

set non_clock_inputs [all_inputs -no_clocks]
set_input_delay [expr $clk_period * $clk_io_pct] -clock clk0 $non_clock_inputs
set_output_delay [expr $clk_period * $clk_io_pct] -clock clk0 [all_outputs]
==> flow_metrics.tcl <==
# collected from the flow reports
set metrics [dict create \
    cp_data_required_time_ns 5.52 \
    fp_util 0.1516 \
    finalHoldViolations 0 \
    max_cap_violations 0 \
    ys_seq_frac 0 \
    cts-resized-gates 0 \
    warnings 36 \
    cp_slowest_cell "nor3_1" \
    grt_pass1_wl_um 15130 \
    track_usage 0.1339 \
    place_hpwl_um 8385 \
    powerDensity_mw_per_mm2 66.44 \
    place_congestion 0.9295 \
    grt_pass1_vias 2390 \
    tightest_slew_ns 0.9253 \
    cpPeakStageDelay_ns 0.76 \
    coreArea_mm2 0.009774 \
    die_w_um 120 \
    io_buffer_count 133 \
    path_buffers 4 \
    startpoint_type "primary input" \
    final-instance-count-excl-fill 472 \
    fmax_mhz 164.4 \
    rows 36 \
    die.size.y_um 120 \
    final_max_slew_viol_count 0 \
    busiest_layer "met2" \
    die_area_mm2 0.01440 \
    crit_chain "clkdlybuf4s50_1 > buf_4 > inv_1 > ha_1 > or3b_2 > nor3_1 > and2_1 > a221o_1 > clkdlybuf4s50_1" \
    hold_start "mem_data_in[12]" \
    rsz0062_at_grt "false" \
    hold-path-endpoint "write_data[28]" \
    fin_hold_ws_ns 3.736 \
    min_path_cells 4 \
    status "complete, no violations" \
    clock_buffers 0 \
    yosys-stat-area_mm2 0.001481 \
    antenna_cells 0 \
    avgSynthCellArea_um2 6.796 \
    leakage_nw 1.084 \
    dp.cells 472 \
    peakVddDrop_mv 0.01675 \
    wirelength_um 10290 \
    yosys-stat-cells 218 \
    grt.met3_usage 0.03665 \
    use_met2 0.2228 \
    synthDistinctLibCells 46 \
    drtIter0Drc 233 \
    vias 2312 \
    grt.overflow.total 0 \
    fillCellCount 1026 \
    synth_area_mm2 0.001481 \
    finalSetupViolCount 0 \
    setup.worst_path.end_class "output pin" \
    antenna_found_initial 0 \
    wl_per_cell_um 21.80 \
    grt_max_degree 25 \
    setup_tns_ns 0 \
    hp-class "in2out" \
    relSlewSlack 0.3784 \
    route.detailed.drc 0 \
    layout-drive-gt1-share 0.08850 \
    seq_area_um2 0 \
    ant_nets 0 \
    vias_per_cell 4.898 \
    cp.arrival_ns 4.70 \
    post-route-min-period_ns 6.081 \
    use_met1 0.1746 \
    synth_warnings 1 \
    post-cts-setup-buffers 0 \
    cp_max_fo 21 \
    dr.pass1.iters 5 \
    path_delay_family "simple AND/OR/NAND/NOR gates" \
    crit_type "in2out" \
    ioPinCount 133 \
    cp_common_cell "clkdlybuf4s50_1" \
    fin_crit_sh 0.8813 \
    syn_to_final_growth_pct 97.80 \
    nFlopsAndLatches 0 \
    cts_hold_buf 0 \
    synth_cells 218 \
    post-route-util 0.2998 \
]
## power by group
group | switching (mW) | internal [mW] | total (mW) | leakage [nW]
Clock | 0 | 0 | 0 | 0
Combinational | 0.0776 | 0.117 | 0.195 | 1.08
Sequential | 0 | 0 | 0 | 0
Total | 0.0776 | 0.117 | 0.195 | 1.08
## Yosys cell counts, types with 2 or more instances
cell type | number | share of area
ha_1 | 5 | 0.042
inv_1 | 3 | 0.0076
nor2_1 | 11 | 0.028
and2_1 | 7 | 0.030
buf_2 | 6 | 0.020
or2_2 | 3 | 0.013
o21ai_0 | 6 | 0.020
or3b_2 | 2 | 0.012
a221o_1 | 10 | 0.068
a211o_1 | 2 | 0.012
mux2i_1 | 2 | 0.014
nor3_2 | 2 | 0.014
buf_6 | 2 | 0.015
nand2_1 | 31 | 0.079
a22o_1 | 15 | 0.089
a221o_2 | 6 | 0.046
mux2_2 | 4 | 0.030
clkbuf_1 | 8 | 0.020
a22oi_1 | 21 | 0.11
nor3_1 | 5 | 0.017
a21o_1 | 7 | 0.035
a21oi_1 | 25 | 0.084
a311o_2 | 2 | 0.015
nor2b_1 | 4 | 0.017
a31oi_1 | 2 | 0.0084
nand2b_1 | 2 | 0.0084
o211ai_1 | 6 | 0.030
## area by class of cell
class	count	area [um2]	share of cell area
multi-input combinational	197	1380	0.4710
timing repair buffer	138	1369	0.4671
tap	133	166.4	0.05679
inverter	4	15.01	0.005124
## layer usage
metal,up-vias,wire length (um)
li1,1106,-
met1,1073,4191
met5,-,0
met2,129,4910
met3,4,1127
met4,0,61
## cells by family after synthesis
logic type	after synthesis	share of synthesized area
AND/OR/NAND/NOR	76	0.2610
buffers and inverters	21	0.06841
multiplexers	7	0.05912
adder cells (fa/ha/maj)	5	0.04223
AND-OR/OR-AND	109	0.5693
## through the flow
| stage | total power, mW | area, um2 | setup slack (ns) |
|---|---|---|---|
| global route | 0.2096 | 2930 | 0.6754 |
| detailed placement | 0.1948 | 2930 | 0.8767 |
| floorplan | 0.06313 | 1481 | 2.481 |
| CTS | 0.1962 | 2930 | 0.8677 |
| global placement | 0.1944 | 2930 | 0.9392 |
| finish | 0.1947 | 2930 | 0.8188 |
## cell usage in the layout, fill, tap and decap left out, drive strengths merged, types with 6 or more instances in the layout
cell,instances
a21oi,26
o211ai,6
a22o,15
a21o,7
a221o,16
nor2,11
a22oi,21
and2,7
nor3,7
o21ai,7
clkdlybuf4s50,133
nand2,31
## worst max path at each step
stage           from        endpoint  depth (start not counted)
5_1_grt   First_2[1]  write_data[12]                          9
4_1_cts   First_2[1]  write_data[10]                          9
6_report  First_2[1]  write_data[10]                          9
Power and IR drop assume default switching activity.
